**design/flow/design.v**
```verilog
module clk_1ms(
    input clk,
    output reg clk_1ms = 0
    );
    reg [27:0] i = 0;
	 always @ (posedge clk)
    begin
        if (i == 124999)
        begin
            i <= 0;
            clk_1ms = ~clk_1ms;
        end
        else i <= i+1;
    end
endmodule
module enemy(
	input clk,
	input reg[15:0] x,y,
	input reset,
	input button, collision,
	output reg[15:0] x_enemy,
	output reg[15:0] y_enemy,
	output reg[10:0] counter
);
initial begin
	rx_enemy= 700;
	ry_enemy= 400;
	state <=  INITIAL;
	counter =0;
end
reg [15:0] rx_enemy, ry_enemy;
reg clk_1ms;
typedef enum logic [3:0]{
	INITIAL,
	RESET,
	E1,
	E2,
	E3,
	E4
}state_t;
state_t state, next_state;
clk_1ms cl1 (.clk(clk), .clk_1ms(clk_1ms));
always @(posedge clk)begin
	if(~reset ) state <= INITIAL;
	if(collision) state<= INITIAL;
	else state <= next_state;
end
reg key_detect;
reg sync_key;
reg sync_key_temp;
reg one_shot;
reg remt;
reg sync_key_detect;
always_ff @(negedge button, posedge sync_key)
	begin
		if (sync_key) key_detect <=0;
		else key_detect <= 1;
	end
always_ff @(posedge clk)begin
	sync_key_temp <= key_detect;
	sync_key <= sync_key_temp;
	one_shot <= sync_key;
	remt = sync_key & ~one_shot;
end
always @(posedge clk_1ms)begin
	case(state)
		INITIAL: begin
			rx_enemy <= 700;
			counter <= 0;
			if(button) next_state <= E2;
			else next_state <= INITIAL;
		end
		RESET: begin
			rx_enemy <= 700;
			counter <= 0;
			next_state <= E1;
		end
		E1:begin
			ry_enemy <= 400;
			rx_enemy <= rx_enemy - 1'b1;
			if(rx_enemy == 100)   
			begin
				rx_enemy <= 700;
				counter <= counter +1;
				next_state <= E2;
			end
			else next_state <= E1;
		end
		E2:begin
			ry_enemy <= 300;
			rx_enemy <= rx_enemy -1'b1;
			if(rx_enemy == 100) begin  
				rx_enemy <= 700;
				counter <= counter +1;
				next_state <= E3;
			end
			else next_state <= E2;
		end
		E3:begin
			ry_enemy <= 400;
			rx_enemy <= rx_enemy -1'b1;
			if(rx_enemy == 100)   
			begin
				rx_enemy <= 700;
				counter <= counter +1;
				next_state <= E4;
			end
			else next_state <= E3;
		end
		E4: begin
			ry_enemy <= 400;
			rx_enemy <= rx_enemy -4;
			if(rx_enemy == 100)   
			begin
				rx_enemy <= 700;
				counter <= counter +1;
				next_state <= E1;
			end
			else next_state <= E4;
		end
	endcase
end
assign y_enemy = ry_enemy;
assign x_enemy = rx_enemy;
endmodule
```
**design/flow/config.mk**
```make
export PLATFORM = sky130hd
export DESIGN_NAME = enemy
export DESIGN_NICKNAME = enemy
export VERILOG_FILES = /design/flow/design.v
export SDC_FILE = /design/flow/constraint.sdc
export NUM_CORES = 4
export LEC_CHECK = 1
export CORE_UTILIZATION = 30
```
**design/flow/run.sh**
```bash
#!/bin/bash
# OpenROAD 26Q1-2900-gdf79404cd8, Yosys 0.63+post, stock flow scripts
make -C /OpenROAD-flow-scripts/flow DESIGN_CONFIG=/design/flow/config.mk WORK_HOME=/design/flow/orfs finish
```
**design/flow/constraint.sdc**
```tcl
current_design enemy

set clk_period 3.6
set clk_io_pct 0.2

create_clock -name clk0 -period $clk_period [get_ports {clk}]

set non_clock_inputs [all_inputs -no_clocks]
set_input_delay [expr $clk_period * $clk_io_pct] -clock clk0 $non_clock_inputs
set_output_delay [expr $clk_period * $clk_io_pct] -clock clk0 [all_outputs]
```
==> results_slide.txt <==
Physical Implementation Snapshot

CTS
  – Clock buffer depth: 2
  – CTS H-tree lvls: 2
  – CTS clk-pin slew, worst paths: approximately 0.050 ns
  – PostCTS Resize Cnt: 0
  – Post-CTS Setup Bufs: 0
  – Clock root cell: clkbuf_16
  – CTS tree: yes
  – Clock latency (worst-skew pair): ~0.27 ns
  – CTS Buf Count: 5
  – # hold bufs at CTS: 0

STA
  – Min setup slack post-route: around 1.6 ns
  – Crit path time final: 2.05 ns
  – Number of unconstrained endpoints: 96
  – # setup viols final: 0
  – Hold WS: between 0.4 and 0.5 ns
  – Max Slew Vio Count: 0
  – Post-Route Skew: 0.00353 ns
  – RSZ-0062 raised after global routing: no
  – F_max: 489 MHz
  – Worst-Margin Slew: 0.752 ns
  – Final Hold Vio Count: 0
  – Worst slew margin relative to its limit: 0.494
  – Register pins left without a clock: 32
  – Fin Setup TNS: 0 ns
  – Final worst-path cycle share: 0.568

Die
  – Die footprint: 12,000 um2
  – DIE WIDTH: 110 um
  – Core area: ~11,000 um2
  – Io pins: between 70 and 80
  – Die Ht: 110 um
  – Core Rows: 38
  – FP Util: 0.314

Worst setup path
  – Critical setup path kind: register to register
  – Reg2Reg Depth: 4
  – CP max stage delay: 0.54 ns
  – Critical path arrival: approximately 2.0 ns
  – Crit start category: register
  – CP Cell Sequence: ha_1 -> nor4bb_1 -> nand4_1 -> nor2_1
  – Crit path required time: 3.50 ns
  – Crit path from: cl1.i[0]$_SDFF_PN0_
  – Slowest-stage cell, CP: nor2_1
  – Reg2reg start: cl1.i[0]$_SDFF_PN0_
  – CP max FO: 9
  – CP Capture Type: register

Pwr
  – Switching pwr: 141 uW
  – Power, Total: 755 uW
  – Comb power frac: 0.022
  – Cell area power density: about 190 nW/um2
  – Clock network power share: 0.499
  – Seq pwr share: 0.479
  – Static Leak: 0.00145 uW
  – Sw Ratio: 0.187
  – Internal power: 614 uW
  – Maximum vdd ir drop: ~0.26 mV

Finish
  – Final Instance Area: 4030 um2
  – Layout area overhead: 15.7%
  – Most numerous logic cell after layout: clkdlybuf4s50_1
  – Share of layout cells above drive strength 1: 0.0553
  – Most numerous logic cells after layout: clkdlybuf4s50_1, edfxtp_1, dfxtp_1

Synthesis
  – Synth flops: 64
  – Top area cell types: edfxtp_1, dfxtp_1, xnor2_1, xor2_1, nand2_1
  – Yosys Chip Area: 3480 um2
  – Mux frac, synth: 0.00575
  – Fraction of registers with async set or reset after synthesis: 0
  – Adder share: 0.0252
  – Ys cells: 353
  – EDFF count, synth: 33
  – Area leader, netlist: edfxtp_1
  – Top FF cell, synth: edfxtp_1
  – Compound Share, Synth: 0.0974
  – Syn_area_per_cell: between 9 and 10 um2
  – Synth top area share: 0.285
  – Seq share, synth: 0.463
  – Yosys warning count: 4
  – Top logic family: simple AND/OR/NAND/NOR gates
  – Yosys simple share: 0.258
  – Mapped Area: roughly 3500 um2
  – XOR/XNOR Area Share: 0.0906
  – Cell variety after synth: 65
  – Synthesized netlist cell count: 353

Global route
  – Initial antenna violation count: 0
  – Grt ovf: 0
  – Total track usage: 0.119
  – Largest net degree at the start of global routing: 33
  – Global-route wire length before repair: 11.1 mm
  – Vias in the first global route: 2,263

Place
  – DP Area: just under 4000 um2
  – Place WS: ~1.6 ns
  – # port buffers: 34
  – Dpl hpwl: approximately 4.8 mm
  – Final Wtd Congestion: 0.827

Min path
  – Hold Path Origin: cl1.i[16]$_SDFF_PN0_
  – Hold path cells: 1
  – Min-delay worst type: register to register

Routing
  – Routed Antenna Nets: 0
  – Via-to-Cell Ratio: 4.99
  – Final WL: 6.62 mm
  – Vias: 2,593
  – Ant. Diodes: 0
  – DRC: 0
  – Routed length per instance: ~13 um
  – Detailed Routing Iterations Pass 1: 4
  – Starting DRC count in detailed routing: 140

Status
  – Outcome: finished, final reports clean

Flow run
  – Tool Warnings: 61
  – Number of max-cap violations: 0
per-layer routing:
layer / wire length (um) / track usage / part of all wire
met3: 316 / 0.0193 / 0.048
met2: 2830 / 0.170 / 0.43
met5: 0 / 0 / 0
met4: 32 / 0.00667 / 0.0048
met1: 3430 / 0.201 / 0.52
final timing paths:
kind,end,slack (ns)
setup reg to reg,cl1.clk_1ms$_DFFE_PN_,1.55
hold reg to reg,cl1.i[16]$_SDFF_PN0_,0.45
hold / removal,cl1.i[16]$_SDFF_PN0_,0.45
setup / recovery,cl1.clk_1ms$_DFFE_PN_,1.55
sequential cells by signal (all words and copies together) (netlist names):
register / count
cl1.clk_1ms: 1
cl1.i: 28
counter: 11
next_state: 3
rx_enemy: 16
ry_enemy: 2
state: 3
cells in the mapped netlist, types with 11 or more instances:
cell type,instances
buf_4,14
inv_1,13
nand3_1,17
xnor2_1,18
nor4_1,11
nor2_1,29
dfxtp_1,31
xor2_1,18
a21oi_1,15
nor3_1,11
nand2_1,29
edfxtp_1,33
critical path: cells and delay by family (launching register included):
| kind | cells | cell delay, ns |
|---|---|---|
| flops | 1 | 0.38 |
| simple gates | 3 | 1.00 |
| fa+ha+maj | 1 | 0.31 |
metrics by stage:
step / utilization / cells
floorplan: - / 362
global placement: 0.352 / 514
detailed placement: 0.352 / 514
CTS: 0.363 / 520
global route: 0.363 / 520
finish: 0.363 / 520
power by group through the flow:
| stage | combinational [uW] | clock (uW) | sequential [uW] |
|---|---|---|---|
| 4_1_cts | 16.9 | 386 | 361 |
| 5_1_grt | 19.1 | 404 | 361 |
| 6_report | 16.4 | 377 | 362 |
area by class of cell:
class                           instances  area, um2
Clock buffer                            6        129
Tap cell                              140        175
Multi-Input combinational cell        260       1700
Fill cell                            1102       7050
Timing Repair Buffer                   36        355
Sequential cell                        64       1610
Inverter                               14       52.6
kinds of logic after synthesis:
| group | after synthesis |
|---|---|
| AND/OR/NAND/NOR | 154 |
| flip-flops | 64 |
| AND-OR/OR-AND | 50 |
| buffers and inverters | 38 |
| XOR/XNOR | 36 |
| adder cells (fa/ha/maj) | 7 |
| other | 2 |
| multiplexers | 2 |
Power figures rest on the tool's default switching activity, not on a simulated workload.
