==> flow/run.sh <==
#!/bin/bash
# OpenROAD 26Q1-2900-gdf79404cd8, Yosys 0.63+post, stock flow scripts
make -C /OpenROAD-flow-scripts/flow DESIGN_CONFIG=/design/flow/config.mk WORK_HOME=/design/flow/orfs finish
==> flow/design.v <==
module player(
	input clk_1ms,
	input clk,
	input button,
	input reg[15:0] x, y,
	input reset, 
	output reg [15:0] x_player,
	output reg [15:0] y_player
	);
	initial begin
		rx_player = 200;
		ry_player = 420;
		state <= INITIAL;
	end
	logic jump;
	typedef enum logic [2:0] {
		INITIAL,
		UP,
		DOWN,
		GROUND
	} state_t;
	 state_t state, next_state;
	always @(posedge clk) begin
		if(~reset) state <= INITIAL;
		else state<= next_state;
	end
	reg [15:0] rx_player;
	reg [15:0] ry_player;
	always@(posedge clk_1ms)begin
		case(state)
			INITIAL: begin
				rx_player <= rx_player;
				ry_player <= 400;
				if(button)begin
					next_state <= GROUND;
				end
			end
			GROUND: begin
				rx_player <= rx_player;
				ry_player <= 400;
				if(button)begin
					next_state <= UP;
				end
				else next_state <= GROUND;
			end
			UP: begin
				ry_player <= ry_player -1;
				if(ry_player == 150)begin
					next_state <= DOWN;
				end
				else next_state <= UP;
			end
			DOWN: begin
				ry_player <= ry_player +1;
				if(ry_player == 400)begin
					next_state <= GROUND;
				end
				else next_state <= DOWN ;
			end
		endcase
	end
	assign y_player = ry_player;
	assign x_player = rx_player;
endmodule
==> flow/config.mk <==
export PLATFORM = sky130hd
export DESIGN_NAME = player
export DESIGN_NICKNAME = player
export VERILOG_FILES = /design/flow/design.v
export SDC_FILE = /design/flow/constraint.sdc
export NUM_CORES = 4
export LEC_CHECK = 1
export CORE_AREA = 10 10 96 96
export DIE_AREA = 0 0 106 106
==> flow/constraint.sdc <==
current_design player

set clk_period 1.2
set clk_io_pct 0.2

create_clock -name clk0 -period $clk_period [get_ports {clk}]
create_clock -name clk1 -period $clk_period [get_ports {clk_1ms}]

set non_clock_inputs [all_inputs -no_clocks]
set_input_delay [expr $clk_period * $clk_io_pct] -clock clk0 $non_clock_inputs
set_output_delay [expr $clk_period * $clk_io_pct] -clock clk0 [all_outputs]
==> results.cfg <==
; yosys + openroad results
[status]
outcome = finished with violations
violations = setup timing

[logic_synthesis]
ys_cells = 177
synth_flops = 20
ys_sh_simple_pct = 17.5
top_area_share_pct = 32.0
postSynthAreaPerCell_sq_um = 9.54
ys.flop_type = edfxtp_1
top_logic_kind = simple AND/OR/NAND/NOR gates
muxShareOfSynthArea_pct = 3.56
largest_area_cell = edfxtp_1
synthArstFlopShare_pct = 0
ys_types = 44
xor_area_share_pct = 2.59
common_cells = nand2_1 (22), ha_1 (21), edfxtp_1 (18), buf_4 (16), a21oi_1 (11)
yosysWarnings = 3
yosys_area_sq_um = 1690
ys_seq_share_pct = 34.4
edf_count = 18
area_leaders = edfxtp_1 (32%), ha_1 (16%), buf_4 (7.1%)
compound_area_share_pct = 15.7
netlist_instances = 177
synth_area_sq_um = 1690
yosysMostFrequentCell = nand2_1
fa_ha_area_share_pct = 16.7

[finish]
utilization_pct = 45.0
area_growth_pct = 92.4
drive_gt1_share_pct = 57.5
fill_cells = 624
fin_area_sq_um = 3250

[final_timing]
rsz0062_at_grt = yes
finalHoldViolCount = 0
worst_slack_ns = -1.10
setup_tns_ns = -14.92
whs_ns = 0.539
setup_violations = 29
maxSlewViolCount = 0
fin_skew_ns = 0.00413

[drt]
dr.pass1.iters = 4
post-route-drc-count = 0
ant_nets = 0
wl_per_cell_microns = 15.0
wirelength_microns = 5750
viasPerCell = 4.52
vias = 1735
diodes = 0
drt_iter0_drc = 67

[critical_path]
critical_path_buf_inv_count = 0
cp_num_cells = 5
crit_slowest_cell = or4b_4
critPathLaunch = ry_player[14]
r2r_start = ry_player[14]
cp-start-kind = register
cpPeakStageDelay_ns = 0.56
cp.arrival_ns = 2.31
worstSetupPathType = reg2reg
crit_chain = or4b_4 -> nor4_4 -> nand4b_1 -> or3_4 -> a2111o_1
end_kind = register
reg2regPathDepth = 5
worst_path_dominant_cell_family = simple AND/OR/NAND/NOR gates
cp.required_ns = 1.21
r2r_setup_slack_ns = -1.10
cp_max_fo = 2
r2r-end = next_state[0]
crit_path_end = next_state[0]

[floorplanning]
core_area_sq_um = 7210
fp_util_pct = 23.4
die.size.y_microns = 106
fp.dieArea_sq_um = 11200
die_w_microns = 106
row_count = 31
ioPinCount = 68

[flow_run]
max-cap-violations = 0
warning_count = 67

[power]
switchingPower_w = 0.00342
powerDensity_nw_per_um2 = 2770
pwr-share-comb_pct = 76.1
intPower_w = 0.00557
seq_power_share_pct = 15.9
vdd_drop_max_v = 0.000814
pwr-share-clk_pct = 8.0
switching_share_pct = 38.1
leakagePower_nw = 1.40

[placement]
place.gp.congestion = 0.852
place_area_sq_um = 2490
hpwl_microns = 3650
io_buffers = 18

[clock_network]
path_clk_slew_ns = 0.08
cts_tree = yes
cts_hold_buf = 0
clock-sinks = 20

[grt]
track_usage_pct = 9.73
gr-total-overflow = 0
grt_pass1_vias = 1791
antenna_found_initial = 0
grt_first_pass_wirelength_microns = 8990
grt_max_degree = 17

[worst_hold_path]
hold_path.class = reg2reg
-- worst min-delay path by stage --
stage                 depth (start not counted)          start  slack (ns)       end
final                                         1  next_state[1]        0.54  state[1]
after CTS                                     1  next_state[1]        0.54  state[1]
after global routing                          1  next_state[1]        0.57  state[1]
-- final cells by class --
class | instances | area [sq um] | share of cell area [%]
Timing Repair inverter | 1 | 8.76 | 0.270
Multi-Input combinational cell | 147 | 1440 | 44.2
Timing Repair Buffer | 103 | 971 | 29.9
Tap cell | 99 | 124 | 3.81
Inverter | 8 | 40.0 | 1.23
Sequential cell | 20 | 586 | 18.0
Clock buffer | 6 | 82.6 | 2.54
-- per-layer routing --
metal,vias up,global-route usage (%),share of wire (%)
li1,839,-,-
met1,842,14.4,49
met2,48,14.7,45
met3,6,1.41,4.5
met4,0,2.42,2.0
met5,-,0,0
-- power by group through the flow --
stage                 registers (W)  clock network (W)  logic, W
after CTS                   0.00141           0.000736   0.00635
final                       0.00143           0.000716   0.00684
after global routing        0.00146           0.000759   0.00736
-- flip-flops by register name, indices dropped and copies added (netlist names) --
signal	cells
ry_player	16
state	2
next_state	2
-- per-stage QoR --
| step | setup WS [ns] | total power [W] | instances |
|---|---|---|---|
| after CTS | -1.07 | 0.00850 | 384 |
| after global routing | -1.17 | 0.00957 | 384 |
| after floorplan | -0.932 | 0.00378 | 191 |
| after global placement | -1.04 | 0.00611 | 352 |
| final | -1.10 | 0.00899 | 384 |
| after detailed placement | -1.10 | 0.00611 | 352 |
-- layout by cell type (no fill, tap or decap), types with 3 or more instances in the layout --
cell type | netlist | layout
nor2_1 | 9 | 8
clkbuf_8 | 0 | 6
nand2_1 | 22 | 19
mux2i_1 | 6 | 6
a21oi_4 | 0 | 4
a21o_1 | 6 | 5
inv_1 | 8 | 3
clkdlybuf4s50_1 | 0 | 4
a21oi_1 | 11 | 3
ha_4 | 0 | 14
edfxtp_1 | 18 | 18
buf_6 | 0 | 48
and2_1 | 4 | 3
o21ai_1 | 0 | 4
inv_2 | 0 | 3
nor3_2 | 0 | 3
nand2b_1 | 6 | 6
conb_1 | 2 | 16
ha_1 | 21 | 7
a21oi_2 | 0 | 4
xor2_1 | 3 | 3
buf_4 | 16 | 48
-- logic make-up after synthesis --
| kind of cell | after synthesis |
|---|---|
| flops | 20 |
| mux | 6 |
| simple gates | 58 |
| other cells | 2 |
| compound gates | 39 |
| buf+inv | 25 |
| xor+xnor | 5 |
| fa+ha+maj | 22 |
-- timing repair --
item | in CTS | in global routing
endpoints found under the setup margin | 50 | 40
gates resized | 127 | 28
pin swaps | 30 | 14
cloned | 2 | 0
setup buffers | 31 | 12
hold endpoints to repair | 0 | 0
Power figures rest on the tool's default switching activity, not on a simulated workload.
