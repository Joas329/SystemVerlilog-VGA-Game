File: flow/config.mk
export PLATFORM = sky130hd
export DESIGN_NAME = vga
export DESIGN_NICKNAME = vga
export VERILOG_FILES = /design/flow/design.v
export SDC_FILE = /design/flow/constraint.sdc
export NUM_CORES = 4
export LEC_CHECK = 1
export CORE_AREA = 10 10 108 108
export DIE_AREA = 0 0 118 118
File: flow/constraint.sdc
current_design vga

set clk_period 1.5
set clk_io_pct 0.2

create_clock -name clk0 -period $clk_period [get_ports {clk}]

set non_clock_inputs [all_inputs -no_clocks]
set_input_delay [expr $clk_period * $clk_io_pct] -clock clk0 $non_clock_inputs
set_output_delay [expr $clk_period * $clk_io_pct] -clock clk0 [all_outputs]
File: flow/design.v
module horizontal_counter(input clk,
	output reg enable_V_Counter =0,
	output reg [15:0] H_Count_Value =0
);
	reg clk25;
	clk25mhz clock_25(.clk(clk),.clk25(clk25));
	always@(posedge clk25)begin
		if(H_Count_Value < 799)begin
			H_Count_Value <= H_Count_Value+1; 
			enable_V_Counter <=0; 
		end
		else begin
			H_Count_Value <=0;
			enable_V_Counter <=1; 
		end
	end
endmodule
module vertical_counter(input clk, 
	input enable_V_Counter,
	output reg[15:0] V_Count_Value =0
);
reg clk25;
	clk25mhz clock_25(.clk(clk),.clk25(clk25));
	always@(posedge clk25)begin
		if(enable_V_Counter == 1'b1)begin
			if(V_Count_Value < 524) begin
				V_Count_Value <= V_Count_Value +1;
			end
			else begin
				V_Count_Value <=0; 
			end
		end
	end
endmodule
module clk25mhz(input clk, output reg clk25);
	always@(posedge clk)begin
		clk25 <= ~clk25;
	end
endmodule
module vga(
	input clk,
	output Hsynq,
	output Vsynq,
	output reg [15:0] x, y
);
wire enable_V_Counter;
wire [15:0] H_Count_Value;
wire [15:0] V_Count_Value;
horizontal_counter VGA_Horiz(clk,enable_V_Counter,H_Count_Value);
vertical_counter VGA_Verti(clk, enable_V_Counter,V_Count_Value);
assign Hsynq = (H_Count_Value <96) ? 1'b1:1'b0;
assign Vsynq = (V_Count_Value <2) ? 1'b1:1'b0;
assign x = H_Count_Value;
assign y =V_Count_Value;
endmodule
File: flow/run.sh
#!/bin/bash
# OpenROAD 26Q1-2900-gdf79404cd8, Yosys 0.63+post, stock flow scripts
make -C /OpenROAD-flow-scripts/flow DESIGN_CONFIG=/design/flow/config.mk WORK_HOME=/design/flow/orfs finish
==> metrics.yaml <==
critical_path:
  worstRegToRegCells: 2
  worstPathMaxFanout: 18
  reg2reg_to: "VGA_Horiz.clock_25.clk25$_DFF_P_"
  path_class: "flip-flop to flip-flop"
  cp.required_ns: 1.60
  start_kind: "flip-flop"
  rrSetupSlack_ns: 0.85
  r2r_start: "VGA_Horiz.clock_25.clk25$_DFF_P_"
  cp-endpoint: "VGA_Horiz.clock_25.clk25$_DFF_P_"
  crit_path_cell_trace: "buf_4, inv_1"
  cp.arrival_ns: 0.74
  cpPeakStageDelay_ns: 0.29
  end_kind: "flip-flop"
  crit_start: "VGA_Horiz.clock_25.clk25$_DFF_P_"
  crit_path_top_delay_cell: "dfxtp_1"
die:
  die_area_sq_mm: 0.0139
  fp_util_pct: 15.4
  num_rows: 35
  die_h_microns: 118
  core_sq_mm: 0.00928
  die_w_microns: 118
  num_io_pins: 35
placed_design:
  port_buffers: 34
  hpwl_microns: 2420
  preCtsSetupSlack_ns: 0.854
  placed_cell_area_sq_mm: 0.00197
  placed_cells: 298
  place_congestion: 0.790
layout:
  flop_area_sq_um: 861
  final_design_area_no_fill_sq_mm: 0.00201
  logic_area_sq_um: 571
  final_layout_size_suffix_gt1_share_pct: 7.56
  finalNonFillerCells: 301
  syn_to_final_growth_pct: 40.2
  n_fill_cell: 1025
drt:
  vias: 1084
  num_antenna_cells: 0
  wl_per_cell_microns: 10.5
  drc: 0
  firstDrtPassIters: 4
  vias_per_cell: 3.60
  antenna_left: 0
  drt_wl_total_microns: 3170
  dr.first_iter.drc_count: 17
final_timing:
  relSlewSlack_pct: 38.1
  setup_tns_ns: 0
  tightest_slew_ns: 0.928
  rsz0062_at_grt: "no"
  slew_violations: 0
  fin_worst_skew_ns: 0
  untimed_endpoints: 71
  fin_crit_ns: 0.646
  period_used_pct: 43.1
  unclocked_pins: 33
  hold_viol: 0
  setup_violations: 0
  final.setup.worst_slack_ns: 0.854
  fmax_mhz: 1550
cts:
  cts_tree: "built"
  clock_latency_ns: 0.21
  cts_root_buf: "clkbuf_8"
  cts_buffers: 3
  cts_max_level: 1
  hold_buffers: 0
  ctsResizeCount: 0
  path_clk_slew_ns: 0.03
  post_cts_buffers: 0
  clockBufferDepth: 2
yosys:
  syn_area_per_cell_sq_um: 11.4
  yosysCellCount: 126
  yosys_area_sq_mm: 0.00143
  synth_warnings: 5
  syn-instance-count: 126
  ys.flops: 35
  synth_area_sq_mm: 0.00143
  ys_types: 27
  yosys.stat.seqShare_pct: 60.1
outcome:
  status: "finished clean"
pwr:
  powerDensity_mw_per_mm2: 132
  vdd_drop_max_mv: 0.120
  p_leak_nw: 0.627
worst_hold_path:
  whs_path_depth: 2
  hold_class: "flip-flop to flip-flop"
global_route:
  grt_max_degree: 19
  grt_pass1_wl_microns: 5510
  grt.total_usage_pct: 4.50
  grt_remaining_overflow: 0
  antenna_found_initial: 0
  grt_pass1_vias: 1089
job:
  warnings: 25
  max-cap-violations: 0
## report_power, final
part / total [mW] / switching, mW / internal, mW / leakage, nW
registers: 0.0576 / 0 / 0.0576 / 0.338
logic: 0.00291 / 0.00291 / 0 / 0.267
clock network: 0.205 / 0.0363 / 0.169 / 0.0216
total: 0.266 / 0.0392 / 0.227 / 0.627
## state kept, by name, summed over array words and instances (netlist names)
name	flops
VGA_Horiz.H_Count_Value	16
VGA_Verti.V_Count_Value	16
VGA_Horiz.clock_25.clk25	1
VGA_Horiz.enable_V_Counter	1
VGA_Verti.clock_25.clk25	1
## cell usage after synthesis
master    instances  area (sq um)
a211o_1           1          8.76
a211oi_1          5          37.5
a211oi_2          5          62.6
a21oi_1           1          5.00
a31oi_2           1          12.5
buf_2             1          5.00
buf_4             2          15.0
clkbuf_1          1          3.75
conb_1            1          3.75
dfxtp_1          19           380
edfxtp_1         16           480
ha_1              2          25.0
inv_1             5          18.8
nand2_1           9          33.8
nand3_1           8          40.0
nand3_2           1          10.0
nand4_1           2          12.5
nand4_2           1          12.5
nor2_1            4          15.0
nor3_1           11          55.1
nor3b_1           2          15.0
nor4_1            3          18.8
o21ai_0           8          40.0
or2_1             1          6.26
or3_1            10          62.6
xnor2_1           2          17.5
xor2_1            4          35.0
## placed cells by master, fill, tap and decap left out
| cell | instances |
|---|---|
| clkbuf_8 | 3 |
| nand3_2 | 1 |
| inv_1 | 5 |
| clkdlybuf4s50_1 | 34 |
| or3_1 | 10 |
| nor4_1 | 3 |
| nor3b_1 | 2 |
| o21ai_0 | 8 |
| a211oi_2 | 5 |
| nor2_1 | 4 |
| conb_1 | 12 |
| xor2_1 | 4 |
| ha_1 | 2 |
| edfxtp_1 | 16 |
| a21oi_1 | 1 |
| nand4_2 | 1 |
| dfxtp_1 | 19 |
| xnor2_1 | 2 |
| nand3_1 | 8 |
| nand2_1 | 9 |
| a31oi_2 | 1 |
| or2_1 | 1 |
| a211o_1 | 1 |
| a211oi_1 | 5 |
| buf_4 | 2 |
| nor3_1 | 11 |
| nand4_1 | 2 |
## how the worst min path moves through the flow
stage	from	to	slack, ns
4_1_cts	VGA_Verti.clock_25.clk25$_DFF_P_	VGA_Verti.clock_25.clk25$_DFF_P_	0.55
5_1_grt	VGA_Horiz.clock_25.clk25$_DFF_P_	VGA_Horiz.clock_25.clk25$_DFF_P_	0.57
6_report	VGA_Verti.clock_25.clk25$_DFF_P_	VGA_Verti.clock_25.clk25$_DFF_P_	0.54
## logic make-up after synthesis
group	Yosys count	share of synthesized area, %
xor+xnor	6	3.67
other cells	1	0.262
compound gates	21	11.6
buf+inv	9	2.97
flops	35	60.1
simple gates	52	19.6
fa+ha+maj	2	1.75
## layer usage
layer	share of wire, %	vias to the layer above	GRT usage (%)
li1	-	547	-
met1	47	511	5.76
met2	46	26	7.45
met3	7.4	0	1.70
met4	0	0	0.155
met5	0	-	0
## layout make-up
class	count	area share, %
timing repair buffer	36	17.7
clock buffer	3	2.06
sequential	35	42.9
multi-input combinational	93	28.4
tap	129	8.04
inverter	5	0.935
## through the flow
step	hold WS, ns	total power, mW	utilization [%]
3_3_place_gp	0.540	0.0606	21.2
3_5_place_dp	0.544	0.0613	21.2
2_1_floorplan	0.478	0.0605	-
6_report	0.545	0.266	21.6
5_1_grt	0.573	0.285	21.6
4_1_cts	0.550	0.273	21.6
## critical path, delay by kind of cell (launching register included)
family / cells / cell delay (ns)
buffers and inverters: 2 / 0.24
flip-flops: 1 / 0.29
Power figures rest on the tool's default switching activity, not on a simulated workload.
